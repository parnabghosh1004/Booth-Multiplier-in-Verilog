===== flow/config.mk =====
export PLATFORM = sky130hd
export DESIGN_NAME = Booth_Multiplier
export DESIGN_NICKNAME = Booth_Multiplier
export VERILOG_FILES = /design/flow/design.v
export SDC_FILE = /design/flow/constraint.sdc
export NUM_CORES = 4
export LEC_CHECK = 1
export CORE_UTILIZATION = 50

===== flow/design.v =====
`timescale 1ns / 1ps
module AddSub(out,in1,in2,oper);
input oper;
input [15:0] in1,in2;
output reg [15:0] out;
always @(*)
begin 
    if(oper) out = in1 - in2;
    else out = in1 + in2; 
end
endmodule
`timescale 1ns / 1ps
module Booth_Algo_Controller(ldA,ldQ,ldM,clrA,clrQ,clrDff,sftA,sftQ,addsub,decr,ldCount,isCountZero,Q0,Qm1,start,done,clk);
	input Qm1,Q0,start,isCountZero,clk;
	output reg ldA,ldQ,ldM,clrA,clrQ,clrDff,sftA,sftQ,addsub,decr,ldCount,done;
	reg [2:0] state;
	parameter S0 = 3'b000,S1 = 3'b001,S2 = 3'b010,S3 = 3'b011,S4 = 3'b100,S5 = 3'b101,S6 = 3'b110;
	always @(posedge clk)
	begin 
		case(state)
		S0: if(start) state <= S1;
		S1: state <= S2;
		S2: if({Q0,Qm1} == 2'b01) state <= S3;
			 else if({Q0,Qm1} == 2'b10) state <= S4;
			 else state <= S5;
		S3: state <= S5;
		S4: state <= S5;
		S5: if(isCountZero === 1'b1) state <= S6;
			else if(isCountZero === 1'b0 && {Q0,Qm1} == 2'b01) state <= S3;
			else if(isCountZero === 1'b0 && {Q0,Qm1} == 2'b10) state <= S4;
		S6: state <= S6;
		default: state <= S0;
		endcase
	end
	always @(state)
	begin 
		case(state)
		S0: 
			begin
				ldA=0; ldQ=0; ldM=0; clrA=0; clrQ=0;addsub=0; clrDff=0; sftA=0; sftQ=0; done=0; decr=0;
			end
		S1: 
			begin
				ldM=1;ldQ=1; clrA=1; clrDff=1; ldCount=1;
			end
		S2: 
			begin
			    clrA=0; clrDff=0; ldCount=0; ldM=0; ldQ = 0;
			end
		S3: 
			begin
				ldA=1; addsub=0; sftA=0; sftQ=0; decr = 0;
			end
		S4: 
			begin
				ldA=1; addsub=1; sftA=0; sftQ=0; decr = 0;
			end	
		S5: 
			begin
				ldA=0;sftA=1; sftQ=1; decr = 1;
			end		
		S6: begin done = 1; sftA=0; sftQ=0; decr=0;end
		default: 
			begin
				ldA=0; ldQ=0; ldM=0; clrA=0; clrQ=0; clrDff=0; sftA=0; sftQ=0;addsub=0; done=0; decr=0; 
			end	
		endcase
	end
endmodule
`timescale 1ns / 1ps
module Booth_Algo_Datapath(ldA,ldQ,ldM,clrA,clrQ,clrDff,sftA,sftQ,addsub,decr,ldCount,in1,in2,clk,Q0,Qm1,isCountZero);
    input ldA,ldQ,ldM,clk,clrA,clrQ,clrDff,sftA,sftQ,decr,ldCount,addsub;
    input [15:0] in1,in2;
    output Q0,Qm1,isCountZero;
    wire [15:0] A,Q,M,Z;
    wire [4:0] count;
    assign isCountZero = ~|count;
    assign Q0 = Q[0];
    shiftReg AR(.data_in(Z),.data_out(A),.SR_in(A[15]),.clk(clk),.ld(ldA),.clr(clrA),.sft(sftA));
    shiftReg QR(.data_in(in1),.data_out(Q),.SR_in(A[0]),.clk(clk),.ld(ldQ),.clr(clrQ),.sft(sftQ));
    Dff QM1 (.d(Q[0]),.q(Qm1),.clk(clk),.clr(clrDff));
    PIPOReg MR(.data_in(in2),.data_out(M),.clk(clk),.ld(ldM));
    AddSub AS(.out(Z),.in1(A),.in2(M),.oper(addsub));
    Counter C(.count(count),.clk(clk),.ld(ldCount),.decr(decr));
endmodule
`timescale 1ns / 1ps
module Booth_Multiplier(in1,in2,start,clk,out,done);
    input [15:0] in1,in2;
    input clk,start;
    output [31:0] out;
    output done;
    wire ldA,ldQ,ldM,clrA,clrQ,clrDff,sftA,sftQ,addsub,decr,ldCount,Q0,Qm1,isCountZero;
    Booth_Algo_Datapath DP(ldA,ldQ,ldM,clrA,clrQ,clrDff,sftA,sftQ,addsub,decr,ldCount,in1,in2,clk,Q0,Qm1,isCountZero);
    Booth_Algo_Controller CP(ldA,ldQ,ldM,clrA,clrQ,clrDff,sftA,sftQ,addsub,decr,ldCount,isCountZero,Q0,Qm1,start,done,clk);
    assign out = {DP.A,DP.Q};
endmodule
`timescale 1ns / 1ps
module Counter(count,clk,ld,decr);
	input decr,ld,clk;
	output reg [4:0] count;
	always @(negedge clk)
	begin
		if(ld) count <= 5'd16;
		else if (decr) count <= count-1;
	end
endmodule
`timescale 1ns / 1ps
module Dff ( d,q,clk,clr);
    input d,clk,clr;
    output reg q;
    always @(posedge clk)
	   begin
		  if(clr) q <= 1'b0;
		  else q <= d;
	   end
endmodule
`timescale 1ns / 1ps
module PIPOReg (data_in,data_out,clk,ld);
	input [15:0] data_in;
	input clk,ld;
	output reg [15:0] data_out;
	always @(negedge clk)
	begin
		if(ld) data_out <= data_in;
	end
endmodule
`timescale 1ns / 1ps
module shiftReg(data_in,data_out,SR_in,clk,ld,clr,sft);
    input clk,SR_in,ld,clr,sft;
    input [15:0] data_in;
    output reg [15:0] data_out;
    always @(negedge clk)
	   begin
		  if(clr) data_out<=0;
		  else if(ld) data_out <= data_in;
		  else if(sft) data_out <= {SR_in,data_out[15:1]};
	   end
endmodule

===== flow/constraint.sdc =====
current_design Booth_Multiplier

set clk_period 5.5
set clk_io_pct 0.2

create_clock -name clk0 -period $clk_period [get_ports {clk}]

set non_clock_inputs [all_inputs -no_clocks]
set_input_delay [expr $clk_period * $clk_io_pct] -clock clk0 $non_clock_inputs
set_output_delay [expr $clk_period * $clk_io_pct] -clock clk0 [all_outputs]

===== flow/run.sh =====
#!/bin/bash
# OpenROAD 26Q1-2900-gdf79404cd8, Yosys 0.63+post, stock flow scripts
make -C /OpenROAD-flow-scripts/flow DESIGN_CONFIG=/design/flow/config.mk WORK_HOME=/design/flow/orfs finish

==> results.py <==
# Physical implementation metrics
metrics = {
    "status": {
        "status": "finished, final reports clean",
    },
    "worst_setup_path": {
        "critPathBufInv": 1,
        "startpoint_type": "input pin",
        "crit_type": "input pin to register",
        "worst_setup_path_end_kind": "register",
        "crit_required_ps": 2860,
        "path_max_fanout": 1,
        "path_cells": "clkdlybuf4s50_1, mux2_2",
        "slowest_stage": "clkdlybuf4s50_1",
        "path_delay_family": "buffers and inverters",
        "slowest_delay_ps": 400,
        "critPathArrivalTime_ps": 1760,
    },
    "clock_tree": {
        "clk_pin_slew_ps": 30,
        "cts_setup_buffers": 0,
        "hold_buffers": 0,
        "htreeDepth": 3,
        "numCtsBuffers": 9,
        "cts_tree": "done",
        "cts_buffer_depth": 2,
        "cts_root_buf": "clkbuf_8",
        "clk_latency_ps": 370,
        "post_cts_resized": 0,
    },
    "synthesis": {
        "synth.distinct_cells": 53,
        "synth-adder-area-share_pct": 6.44,
        "ys_cells": 386,
        "synth-simple-area-share_pct": 12.8,
        "ys.flops": 63,
        "ys_top_cells_by_count": "edfxtp_1, buf_4, a21oi_1, nor2_1, dfxtp_1",
        "ys_sh_mux_pct": 7.55,
        "ys_sh_xor_pct": 6.21,
        "ff_type": "edfxtp_1",
        "synth-edff-count": 35,
        "yosys_area_um2": 3810,
        "yosysMostFrequentCell": "edfxtp_1",
        "yosysTopAreaCell": "edfxtp_1",
        "avgSynthCellArea_um2": 9.87,
        "compound_area_share_pct": 16.0,
        "synth_cells": 386,
        "synth_warnings": 10,
        "async_reset_ff_share_pct": 0,
        "ys_top_cells_by_area": "edfxtp_1, dfxtp_1, buf_4, ha_1, mux2_2",
        "logic_family": "AND-OR/OR-AND gates",
        "synth_area_um2": 3810,
        "top_cell_area_share_pct": 27.6,
    },
    "layout": {
        "stdcell_area_um2": 4530,
        "drive_gt1_share_pct": 10.5,
        "syn_to_final_growth_pct": 18.9,
        "final_util_pct": 62.1,
    },
    "die": {
        "io_pins": 67,
        "core_area_um2": 7290,
        "chipArea_um2": 7970,
        "die_x_um": 89.3,
        "fp_util_pct": 52.2,
        "die_h_um": 89.3,
        "row_count": 31,
    },
    "timing": {
        "hold_violations": 0,
        "setup_tns_ps": 0,
        "finClkSkew_ps": 40.6,
        "whs_ps": 504,
        "unconstrained_endpoints": 39,
        "rsz0062_at_grt": "false",
        "finalSetupViolCount": 0,
        "worst_pin_slew_ps": 572,
        "drv_slew": 0,
        "slew_headroom_pct": 61.8,
        "unclocked_pins": 6,
    },
    "detailed_routing": {
        "antennaDiodeCount": 0,
        "vias": 2860,
        "dr.pass1.iters": 6,
        "drc": 0,
        "drtIter0Drc": 110,
        "totalWireLength_mm": 6.72,
        "wl_per_cell_um": 11.7,
        "ant_nets": 0,
        "vias_per_cell": 4.98,
    },
    "global_route": {
        "first_global_vias": 2689,
        "grt_max_degree": 49,
        "grt_use_total_pct": 19.5,
        "grt_pass1_wl_mm": 11.5,
        "antenna_found_initial": 0,
        "grt_overflow": 0,
    },
    "placed_design": {
        "hpwlAfterDp_mm": 4.56,
        "io_buffer_count": 34,
        "postPlaceCellArea_um2": 4120,
        "gp_congestion": 0.881,
    },
    "pwr": {
        "p_total_uw": 2780,
        "ir_worst_vdd_v": 0.000252,
        "p_leak_uw": 0.00199,
        "power.density_nw_per_um2": 614,
    },
    "job": {
        "max_cap_violations": 0,
        "warnings": 78,
    },
    "min_path": {
        "hp-class": "register to register",
    },
}
worst min-delay path, stage by stage, from the launching register on:
cell	delay (ps)
dfxtp_1	320
xnor2_1	70
nor2_1	70
report_power, final:
group	switching [uW]	internal (uW)
registers	134	726
logic	716	628
clock network	272	305
per-layer routing:
layer	wire length [um]	global-route usage (%)	vias up
met5	0	0	-
met4	69	6.78	0
met3	347	6.27	7
met2	2890	26.9	82
met1	3410	30.4	1274
li1	-	-	1497
cells in the final DEF, fill, tap and decap left out, drive strengths merged, types with 15 or more instances in the layout:
| master | synthesis | layout |
|---|---|---|
| dfxtp | 22 | 22 |
| inv | 16 | 69 |
| mux2 | 20 | 20 |
| edfxtp | 35 | 35 |
| nand2 | 19 | 19 |
| clkdlybuf4s50 | 0 | 34 |
| conb | 1 | 32 |
| xnor2 | 18 | 18 |
| ha | 18 | 18 |
| nor2 | 26 | 26 |
| o21ai | 18 | 18 |
| a211oi | 15 | 15 |
| a21oi | 27 | 27 |
metrics by stage:
step	setup slack, ps	instances
2_1_floorplan	1150	417
3_3_place_gp	729	506
3_5_place_dp	719	506
4_1_cts	1090	574
5_1_grt	989	574
6_report	1110	574
cell families (layout without fill, tap and decap cells):
family / after synthesis / in the layout
latches: 6 / 6
buf+inv: 63 / 121
flops: 57 / 57
simple gates: 94 / 94
mux: 25 / 25
compound gates: 94 / 94
other cells: 1 / 32
fa+ha+maj: 19 / 19
xor+xnor: 27 / 27
worst paths after layout:
kind / from / end / slack [ps] / cells after the start
max: in1[3] / DP.QR.data_out[3]$_DFFE_NP_ / 1110 / 2
min reg2reg: DP.C.count[3]$_SDFFE_NP0P_ / DP.C.count[3]$_SDFFE_NP0P_ / 500 / 2
min: DP.C.count[3]$_SDFFE_NP0P_ / DP.C.count[3]$_SDFFE_NP0P_ / 500 / 2
max reg2reg: DP.C.count[0]$_SDFFE_NP0P_ / CP.state[0]$_DFFE_PP_ / 1110 / 7
sequential cells by signal, summed over array words and instances, names as in the netlist:
signal          count
CP.addsub           1
CP.done             1
CP.ldA              1
CP.ldCount          1
CP.ldM              1
CP.sftQ             1
CP.state            3
DP.AR.data_out     16
DP.C.count          5
DP.MR.data_out     16
DP.QM1.q            1
DP.QR.data_out     16
final cells by class:
| type | count | area [um^2] |
|---|---|---|
| inverters | 15 | 56.3 |
| multi-input cells | 291 | 1990 |
| clock buffers | 9 | 124 |
| repair buffers | 37 | 363 |
| flip-flops and latches | 63 | 1580 |
| clock inverters | 60 | 294 |
| fillers | 624 | 2760 |
| well taps | 99 | 124 |
Power figures rest on the tool's default switching activity, not on a simulated workload.
